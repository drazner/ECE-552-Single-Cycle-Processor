==> design/flow/config.mk <==
export PLATFORM = sky130hd
export DESIGN_NAME = p3
export DESIGN_NICKNAME = p3
export VERILOG_FILES = /design/flow/design.v
export SDC_FILE = /design/flow/constraint.sdc
export NUM_CORES = 4
export LEC_CHECK = 1
export CORE_UTILIZATION = 50
==> design/flow/constraint.sdc <==
current_design p3

set clk_period 1.1
set clk_io_pct 0.2

create_clock -name clk0 -period $clk_period [get_ports {clk}]

set non_clock_inputs [all_inputs -no_clocks]
set_input_delay [expr $clk_period * $clk_io_pct] -clock clk0 $non_clock_inputs
set_output_delay [expr $clk_period * $clk_io_pct] -clock clk0 [all_outputs]
==> design/flow/design.v <==
module dff (q, d, wen, clk, rst);
    output         q;  
    input          d;  
    input 	   wen;  
    input          clk;  
    input          rst;  
    reg            state;
    assign q = state;
    always @(posedge clk) begin
      state = rst ? 0 : (wen ? d : state);
    end
endmodule
module p3(clk, rst, write_en, pc, pc_out, alu, alu_out, instr, instr_out, rf1, rf1_out, rf2, rf2_out, D_compute, D_compute_out, D_compute_imm, D_compute_imm_out, D_lw, D_lw_out, D_sw, D_sw_out, D_lhb, D_lhb_out,
		D_llb, D_llb_out, D_b, D_b_out, D_br, D_br_out, D_pcs, D_pcs_out, D_hlt, D_hlt_out);
input clk, rst, write_en;
input [15:0] alu, instr, rf1, rf2, pc;
input D_compute, D_compute_imm, D_lw, D_sw, D_lhb, D_llb, D_b, D_br, D_pcs, D_hlt;
output [15:0] instr_out, rf1_out, rf2_out, alu_out, pc_out;
output D_compute_out, D_compute_imm_out, D_lw_out, D_sw_out, D_lhb_out, D_llb_out, D_b_out, D_br_out, D_pcs_out, D_hlt_out;
dff pc_dff0(.q(pc_out[0]), .d(pc[0]), .wen(write_en), .clk(clk), .rst(rst));
dff pc_dff1(.q(pc_out[1]), .d(pc[1]), .wen(write_en), .clk(clk), .rst(rst));
dff pc_dff2(.q(pc_out[2]), .d(pc[2]), .wen(write_en), .clk(clk), .rst(rst));
dff pc_dff3(.q(pc_out[3]), .d(pc[3]), .wen(write_en), .clk(clk), .rst(rst));
dff pc_dff4(.q(pc_out[4]), .d(pc[4]), .wen(write_en), .clk(clk), .rst(rst));
dff pc_dff5(.q(pc_out[5]), .d(pc[5]), .wen(write_en), .clk(clk), .rst(rst));
dff pc_dff6(.q(pc_out[6]), .d(pc[6]), .wen(write_en), .clk(clk), .rst(rst));
dff pc_dff7(.q(pc_out[7]), .d(pc[7]), .wen(write_en), .clk(clk), .rst(rst));
dff pc_dff8(.q(pc_out[8]), .d(pc[8]), .wen(write_en), .clk(clk), .rst(rst));
dff pc_dff9(.q(pc_out[9]), .d(pc[9]), .wen(write_en), .clk(clk), .rst(rst));
dff pc_dff10(.q(pc_out[10]), .d(pc[10]), .wen(write_en), .clk(clk), .rst(rst));
dff pc_dff11(.q(pc_out[11]), .d(pc[11]), .wen(write_en), .clk(clk), .rst(rst));
dff pc_dff12(.q(pc_out[12]), .d(pc[12]), .wen(write_en), .clk(clk), .rst(rst));
dff pc_dff13(.q(pc_out[13]), .d(pc[13]), .wen(write_en), .clk(clk), .rst(rst));
dff pc_dff14(.q(pc_out[14]), .d(pc[14]), .wen(write_en), .clk(clk), .rst(rst));
dff pc_dff15(.q(pc_out[15]), .d(pc[15]), .wen(write_en), .clk(clk), .rst(rst));
dff alu0(.q(alu_out[0]), .d(alu[0]), .wen(write_en), .clk(clk), .rst(rst));
dff alu1(.q(alu_out[1]), .d(alu[1]), .wen(write_en), .clk(clk), .rst(rst));
dff alu2(.q(alu_out[2]), .d(alu[2]), .wen(write_en), .clk(clk), .rst(rst));
dff alu3(.q(alu_out[3]), .d(alu[3]), .wen(write_en), .clk(clk), .rst(rst));
dff alu4(.q(alu_out[4]), .d(alu[4]), .wen(write_en), .clk(clk), .rst(rst));
dff alu5(.q(alu_out[5]), .d(alu[5]), .wen(write_en), .clk(clk), .rst(rst));
dff alu6(.q(alu_out[6]), .d(alu[6]), .wen(write_en), .clk(clk), .rst(rst));
dff alu7(.q(alu_out[7]), .d(alu[7]), .wen(write_en), .clk(clk), .rst(rst));
dff alu8(.q(alu_out[8]), .d(alu[8]), .wen(write_en), .clk(clk), .rst(rst));
dff alu9(.q(alu_out[9]), .d(alu[9]), .wen(write_en), .clk(clk), .rst(rst));
dff alu10(.q(alu_out[10]), .d(alu[10]), .wen(write_en), .clk(clk), .rst(rst));
dff alu11(.q(alu_out[11]), .d(alu[11]), .wen(write_en), .clk(clk), .rst(rst));
dff alu12(.q(alu_out[12]), .d(alu[12]), .wen(write_en), .clk(clk), .rst(rst));
dff alu13(.q(alu_out[13]), .d(alu[13]), .wen(write_en), .clk(clk), .rst(rst));
dff alu14(.q(alu_out[14]), .d(alu[14]), .wen(write_en), .clk(clk), .rst(rst));
dff alu15(.q(alu_out[15]), .d(alu[15]), .wen(write_en), .clk(clk), .rst(rst));
dff instr_dff0(.q(instr_out[0]), .d(instr[0]), .wen(write_en), .clk(clk), .rst(rst));
dff instr_dff1(.q(instr_out[1]), .d(instr[1]), .wen(write_en), .clk(clk), .rst(rst));
dff instr_dff2(.q(instr_out[2]), .d(instr[2]), .wen(write_en), .clk(clk), .rst(rst));
dff instr_dff3(.q(instr_out[3]), .d(instr[3]), .wen(write_en), .clk(clk), .rst(rst));
dff instr_dff4(.q(instr_out[4]), .d(instr[4]), .wen(write_en), .clk(clk), .rst(rst));
dff instr_dff5(.q(instr_out[5]), .d(instr[5]), .wen(write_en), .clk(clk), .rst(rst));
dff instr_dff6(.q(instr_out[6]), .d(instr[6]), .wen(write_en), .clk(clk), .rst(rst));
dff instr_dff7(.q(instr_out[7]), .d(instr[7]), .wen(write_en), .clk(clk), .rst(rst));
dff instr_dff8(.q(instr_out[8]), .d(instr[8]), .wen(write_en), .clk(clk), .rst(rst));
dff instr_dff9(.q(instr_out[9]), .d(instr[9]), .wen(write_en), .clk(clk), .rst(rst));
dff instr_dff10(.q(instr_out[10]), .d(instr[10]), .wen(write_en), .clk(clk), .rst(rst));
dff instr_dff11(.q(instr_out[11]), .d(instr[11]), .wen(write_en), .clk(clk), .rst(rst));
dff instr_dff12(.q(instr_out[12]), .d(instr[12]), .wen(write_en), .clk(clk), .rst(rst));
dff instr_dff13(.q(instr_out[13]), .d(instr[13]), .wen(write_en), .clk(clk), .rst(rst));
dff instr_dff14(.q(instr_out[14]), .d(instr[14]), .wen(write_en), .clk(clk), .rst(rst));
dff instr_dff15(.q(instr_out[15]), .d(instr[15]), .wen(write_en), .clk(clk), .rst(rst));
dff rf1_0(.q(rf1_out[0]), .d(rf1[0]), .wen(write_en), .clk(clk), .rst(rst));
dff rf1_1(.q(rf1_out[1]), .d(rf1[1]), .wen(write_en), .clk(clk), .rst(rst));
dff rf1_2(.q(rf1_out[2]), .d(rf1[2]), .wen(write_en), .clk(clk), .rst(rst));
dff rf1_3(.q(rf1_out[3]), .d(rf1[3]), .wen(write_en), .clk(clk), .rst(rst));
dff rf1_4(.q(rf1_out[4]), .d(rf1[4]), .wen(write_en), .clk(clk), .rst(rst));
dff rf1_5(.q(rf1_out[5]), .d(rf1[5]), .wen(write_en), .clk(clk), .rst(rst));
dff rf1_6(.q(rf1_out[6]), .d(rf1[6]), .wen(write_en), .clk(clk), .rst(rst));
dff rf1_7(.q(rf1_out[7]), .d(rf1[7]), .wen(write_en), .clk(clk), .rst(rst));
dff rf1_8(.q(rf1_out[8]), .d(rf1[8]), .wen(write_en), .clk(clk), .rst(rst));
dff rf1_9(.q(rf1_out[9]), .d(rf1[9]), .wen(write_en), .clk(clk), .rst(rst));
dff rf1_10(.q(rf1_out[10]), .d(rf1[10]), .wen(write_en), .clk(clk), .rst(rst));
dff rf1_11(.q(rf1_out[11]), .d(rf1[11]), .wen(write_en), .clk(clk), .rst(rst));
dff rf1_12(.q(rf1_out[12]), .d(rf1[12]), .wen(write_en), .clk(clk), .rst(rst));
dff rf1_13(.q(rf1_out[13]), .d(rf1[13]), .wen(write_en), .clk(clk), .rst(rst));
dff rf1_14(.q(rf1_out[14]), .d(rf1[14]), .wen(write_en), .clk(clk), .rst(rst));
dff rf1_15(.q(rf1_out[15]), .d(rf1[15]), .wen(write_en), .clk(clk), .rst(rst));
dff rf2_0(.q(rf2_out[0]), .d(rf2[0]), .wen(write_en), .clk(clk), .rst(rst));
dff rf2_1(.q(rf2_out[1]), .d(rf2[1]), .wen(write_en), .clk(clk), .rst(rst));
dff rf2_2(.q(rf2_out[2]), .d(rf2[2]), .wen(write_en), .clk(clk), .rst(rst));
dff rf2_3(.q(rf2_out[3]), .d(rf2[3]), .wen(write_en), .clk(clk), .rst(rst));
dff rf2_4(.q(rf2_out[4]), .d(rf2[4]), .wen(write_en), .clk(clk), .rst(rst));
dff rf2_5(.q(rf2_out[5]), .d(rf2[5]), .wen(write_en), .clk(clk), .rst(rst));
dff rf2_6(.q(rf2_out[6]), .d(rf2[6]), .wen(write_en), .clk(clk), .rst(rst));
dff rf2_7(.q(rf2_out[7]), .d(rf2[7]), .wen(write_en), .clk(clk), .rst(rst));
dff rf2_8(.q(rf2_out[8]), .d(rf2[8]), .wen(write_en), .clk(clk), .rst(rst));
dff rf2_9(.q(rf2_out[9]), .d(rf2[9]), .wen(write_en), .clk(clk), .rst(rst));
dff rf2_10(.q(rf2_out[10]), .d(rf2[10]), .wen(write_en), .clk(clk), .rst(rst));
dff rf2_11(.q(rf2_out[11]), .d(rf2[11]), .wen(write_en), .clk(clk), .rst(rst));
dff rf2_12(.q(rf2_out[12]), .d(rf2[12]), .wen(write_en), .clk(clk), .rst(rst));
dff rf2_13(.q(rf2_out[13]), .d(rf2[13]), .wen(write_en), .clk(clk), .rst(rst));
dff rf2_14(.q(rf2_out[14]), .d(rf2[14]), .wen(write_en), .clk(clk), .rst(rst));
dff rf2_15(.q(rf2_out[15]), .d(rf2[15]), .wen(write_en), .clk(clk), .rst(rst));
dff D_compute_dff(.q(D_compute_out), .d(D_compute), .wen(write_en), .clk(clk), .rst(rst));
dff D_compute_imm_dff(.q(D_compute_imm_out), .d(D_compute_imm), .wen(write_en), .clk(clk), .rst(rst));
dff D_lw_dff(.q(D_lw_out), .d(D_lw), .wen(write_en), .clk(clk), .rst(rst));
dff D_sw_dff(.q(D_sw_out), .d(D_sw), .wen(write_en), .clk(clk), .rst(rst));
dff D_lhb_dff(.q(D_lhb_out), .d(D_lhb), .wen(write_en), .clk(clk), .rst(rst));
dff D_llb_dff(.q(D_llb_out), .d(D_llb), .wen(write_en), .clk(clk), .rst(rst));
dff D_b_dff(.q(D_b_out), .d(D_b), .wen(write_en), .clk(clk), .rst(rst));
dff D_br_dff(.q(D_br_out), .d(D_br), .wen(write_en), .clk(clk), .rst(rst));
dff D_pcs_dff(.q(D_pcs_out), .d(D_pcs), .wen(write_en), .clk(clk), .rst(rst));
dff D_hlt_dff(.q(D_hlt_out), .d(D_hlt), .wen(write_en), .clk(clk), .rst(rst));
endmodule
==> design/flow/run.sh <==
#!/bin/bash
# OpenROAD 26Q1-2900-gdf79404cd8, Yosys 0.63+post, stock flow scripts
make -C /OpenROAD-flow-scripts/flow DESIGN_CONFIG=/design/flow/config.mk WORK_HOME=/design/flow/orfs finish
==> node_exporter_impl.prom <==
# HELP chip_impl_metric Physical implementation figures
# TYPE chip_impl_metric gauge
chip_impl_metric{name="yosys_cells",unit=""} 370
chip_impl_metric{name="max_stage_delay",unit="ns"} 0.33
chip_impl_metric{name="combPwrFrac",unit="%"} 13.3
chip_impl_metric{name="timing_worst_slew_pin_value",unit="ns"} 0.279
chip_impl_metric{name="final_layout_size_suffix_gt1_share",unit="%"} 42.4
chip_impl_metric{name="detail_route.vias_per_cell",unit=""} 4.51
chip_impl_metric{name="timing.final.max_slew_violations",unit=""} 0
chip_impl_metric{name="yosysChipArea",unit="um2"} 3830
chip_impl_metric{name="average_instance_area_after_synthesis",unit="um2"} 10.3
chip_impl_metric{name="seq_power_share",unit="%"} 50.5
chip_impl_metric{name="wire_length_of_the_first_global_routing_pass",unit="um"} 10900
chip_impl_metric{name="gp_congestion",unit=""} 0.723
chip_impl_info{name="timing.setup.critical_path_class",value="register to output port"} 1
chip_impl_metric{name="power.density_cell_area",unit="nW/um2"} 1420
chip_impl_metric{name="pin_count",unit=""} 183
chip_impl_metric{name="power_switching_share",unit="%"} 21.3
chip_impl_metric{name="via_count",unit=""} 2584
chip_impl_metric{name="clock_tree.htree_level_count",unit=""} 3
chip_impl_metric{name="placement.setup.worst_slack",unit="ns"} 0.0566
chip_impl_metric{name="slew-limit-headroom",unit="%"} 81.4
chip_impl_metric{name="initial_utilization",unit="%"} 52.2
chip_impl_metric{name="setup_viol_count_final",unit=""} 0
chip_impl_metric{name="antennaDiodeCount",unit=""} 0
chip_impl_metric{name="numPlacedInstances",unit=""} 556
chip_impl_metric{name="cts.path.max_buffers",unit=""} 2
chip_impl_metric{name="vdd.ir_drop.worst",unit="mV"} 1.17
chip_impl_metric{name="detail_route.first_pass.iterations",unit=""} 2
chip_impl_metric{name="grt_util_all_layers",unit="%"} 18.2
chip_impl_metric{name="total_power",unit="mW"} 7.08
chip_impl_info{name="tritoncts",value="built"} 1
chip_impl_metric{name="post-route-period-util",unit="%"} 95.2
chip_impl_metric{name="drtAntennaViolNets",unit=""} 0
chip_impl_metric{name="tritoncts.num_buffers",unit=""} 9
chip_impl_info{name="cp_slowest_cell",value="sky130_fd_sc_hd__dfxtp_2"} 1
chip_impl_metric{name="io_buffers",unit=""} 182
chip_impl_metric{name="chipArea",unit="um2"} 8010
chip_impl_metric{name="routedWlPerCell",unit="um"} 12.9
chip_impl_info{name="buffer_type_at_the_clock_tree_root",value="sky130_fd_sc_hd__clkbuf_8"} 1
chip_impl_metric{name="drc_errors",unit=""} 0
chip_impl_metric{name="power.net_switching",unit="mW"} 1.51
chip_impl_metric{name="routed_wirelength",unit="um"} 7370
chip_impl_metric{name="combGateArea",unit="um2"} 1240
chip_impl_metric{name="worst-endpoint-arrival",unit="ns"} 0.83
chip_impl_metric{name="dpl.hpwl",unit="um"} 5120
chip_impl_metric{name="clock.latency.late_pin",unit="ns"} 0.34
chip_impl_metric{name="synthesis.area",unit="um2"} 3830
chip_impl_metric{name="timing.final.crit_period",unit="ns"} 1.05
chip_impl_metric{name="pin_count_of_the_biggest_net_entering_global_routing",unit=""} 65
chip_impl_metric{name="tns",unit="ns"} 0
chip_impl_metric{name="drt-initial-drc-count",unit=""} 80
chip_impl_metric{name="power.static_leakage",unit="nW"} 2.40
chip_impl_metric{name="floorplan.rows",unit=""} 31
chip_impl_metric{name="clockPowerShare",unit="%"} 36.2
chip_impl_metric{name="filler_cell_count",unit=""} 578
chip_impl_metric{name="tritoncts_num_sinks",unit=""} 90
chip_impl_metric{name="holdWs",unit="ns"} 0.224
chip_impl_metric{name="antenna_found_initial",unit=""} 0
chip_impl_metric{name="area_growth_syn_to_layout",unit="%"} 30.4
chip_impl_info{name="worst_setup_path_startpoint",value="pc_dff15.state"} 1
chip_impl_metric{name="chip_height",unit="um"} 89.5
chip_impl_metric{name="finalNonFillerCells",unit=""} 573
chip_impl_info{name="end_kind",value="output port"} 1
chip_impl_metric{name="yosysWarningCount",unit=""} 1
chip_impl_metric{name="synth_register_bits",unit=""} 90
chip_impl_metric{name="synth.yosys.seq_area_share",unit="%"} 47.1
chip_impl_metric{name="die_w",unit="um"} 89.5
chip_impl_info{name="worstReg2RegStart",value="pc_dff15.state"} 1
chip_impl_metric{name="max-cap-violations",unit=""} 0
chip_impl_info{name="critical_path.reg2reg.endpoint",value="pc_dff15.state"} 1
chip_impl_metric{name="post-route-worst-setup-slack",unit="ns"} 0.0529
chip_impl_metric{name="warnings",unit=""} 26
chip_impl_metric{name="crit_fanout",unit=""} 2
chip_impl_info{name="worstHoldPathType",value="input port to register"} 1
chip_impl_metric{name="r2r_setup_slk",unit="ns"} 0.37
chip_impl_metric{name="postSynthCellCount",unit=""} 370
chip_impl_metric{name="layout.area.seq",unit="um2"} 1910
chip_impl_metric{name="timing.final.hold_violations",unit=""} 0
chip_impl_metric{name="cts.clk_slew.worst_paths",unit="ns"} 0.09
chip_impl_metric{name="internal_power",unit="mW"} 5.57
chip_impl_info{name="cell_type_group_with_the_largest_total_delay_on_the_critical_path",value="flip-flops"} 1
chip_impl_metric{name="via_count_of_the_first_global_routing_pass",unit=""} 2294
chip_impl_metric{name="path_depth_of_the_worst_reg2reg_path",unit=""} 3
chip_impl_metric{name="worstPathBufferInverterCount",unit=""} 1
chip_impl_metric{name="synth_cell_type_count",unit=""} 9
chip_impl_metric{name="worst-path-stages",unit=""} 1
chip_impl_metric{name="aggregate_global_routing_overflow",unit=""} 0
chip_impl_info{name="timing.critical_path.to",value="pc_out[15]"} 1
chip_impl_metric{name="max_freq",unit="GHz"} 0.955
chip_impl_metric{name="floorplan_core_area",unit="um2"} 7330
chip_impl_info{name="status",value="complete, no violations"} 1
chip_impl_metric{name="crit_required",unit="ns"} 0.88
chip_impl_info{name="worstPathCellList",value="clkdlybuf4s15_1"} 1
chip_impl_metric{name="clock-skew-final",unit="ns"} 0
chip_impl_info{name="critical_path.startpoint_type",value="register"} 1
==> per-stage QoR <==
step                      cell area (um2)  util (%)
after floorplan                      3830         -
after global placement               5070      69.1
after detailed placement             5070      69.1
after CTS                            5400      73.6
after global routing                 4990      68.0
final                                4990      68.0
==> cells in the mapped netlist, drive strengths merged <==
cell / number / area share (%)
clkbuf: 7 / 0.72
dfxtp: 90 / 47
buf: 93 / 20
nor2: 90 / 8.8
mux2i: 90 / 24
==> cell usage in the layout, fill, tap and decap left out, drive strengths merged <==
cell           netlist  routed
clkdlybuf4s15        0       3
clkinv               0       1
mux2i               90      90
bufinv               0       2
nor2                90      90
dfxtp               90      90
buf                 93      12
clkbuf               7      95
clkinvlp             0       1
clkdlybuf4s50        0      90
==> layout make-up <==
cell class / count / area share (%)
Clock inverter: 4 / 1.45
Sequential cell: 90 / 38.4
Clock buffer: 12 / 3.31
Timing Repair Buffer: 188 / 29.5
Tap cell: 99 / 2.48
Multi-Input combinational cell: 180 / 24.8
==> logic make-up after synthesis <==
kind of cell / share of synthesized area [%]
buffers and inverters: 20.5
muxes: 23.5
DFF: 47.1
and+or+nand+nor: 8.83
==> routing by layer <==
metal / track usage (%) / part of all wire (%)
met1: 24.4 / 43
met2: 29.1 / 46
met3: 7.87 / 10
met4: 2.31 / 1.4
met5: 0 / 0
==> power groups by stage <==
stage,sequential (mW),combinational [mW],clock [mW]
after global routing,3.61,1.04,2.79
after CTS,3.58,1.04,2.64
final,3.58,0.939,2.56
==> worst reg2reg max path: cells and delay by family, from the launching register on <==
| family | cells | cell delay, ns |
|---|---|---|
| buf+inv | 1 | 0.12 |
| mux | 1 | 0.12 |
| simple gates | 1 | 0.05 |
| flops | 1 | 0.32 |
==> worst min-delay path by stage <==
stage	start	end	slack [ns]	cells past startpoint
CTS	write_en	alu12.state	0.21	3
global route	write_en	alu12.state	0.21	3
finish	write_en	alu12.state	0.22	3
==> timing repair <==
item / in CTS / in global routing
setup endpoints to repair: 90 / 84
gates resized: 277 / 83
setup buffers: 0 / 1
hold buffers: 0 / 0
cloned: 0 / 0
hold endpoints to repair: 0 / 0
Power is estimated from default activity; no workload was simulated.
