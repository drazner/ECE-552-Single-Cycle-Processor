<file path="run.sh">
#!/bin/bash
# OpenROAD 26Q1-2900-gdf79404cd8, Yosys 0.63+post, stock flow scripts
make -C /OpenROAD-flow-scripts/flow DESIGN_CONFIG=/design/flow/config.mk WORK_HOME=/design/flow/orfs finish
</file>
<file path="design.v">
module dff (q, d, wen, clk, rst);
    output         q;  
    input          d;  
    input 	   wen;  
    input          clk;  
    input          rst;  
    reg            state;
    assign q = state;
    always @(posedge clk) begin
      state = rst ? 0 : (wen ? d : state);
    end
endmodule
module p2(clk, rst, write_en, pc, pc_out, instr, instr_out, rf1, rf1_out, rf2, rf2_out, D_compute, D_compute_out, D_compute_imm, D_compute_imm_out, D_lw, D_lw_out, D_sw, D_sw_out, D_lhb, D_lhb_out,
		D_llb, D_llb_out, D_b, D_b_out, D_br, D_br_out, D_pcs, D_pcs_out, D_hlt, D_hlt_out);
input clk, rst;
input [15:0] rf1, rf2, pc;
input [15:0] instr;
input write_en, D_compute, D_compute_imm, D_lw, D_sw, D_lhb, D_llb, D_b, D_br, D_pcs, D_hlt;
output [15:0] rf1_out, rf2_out, pc_out;
output [15:0] instr_out;
output D_compute_out, D_compute_imm_out, D_lw_out, D_sw_out, D_lhb_out, D_llb_out, D_b_out, D_br_out, D_pcs_out, D_hlt_out;
dff pc_dff0(.q(pc_out[0]), .d(pc[0]), .wen(write_en), .clk(clk), .rst(rst));
dff pc_dff1(.q(pc_out[1]), .d(pc[1]), .wen(write_en), .clk(clk), .rst(rst));
dff pc_dff2(.q(pc_out[2]), .d(pc[2]), .wen(write_en), .clk(clk), .rst(rst));
dff pc_dff3(.q(pc_out[3]), .d(pc[3]), .wen(write_en), .clk(clk), .rst(rst));
dff pc_dff4(.q(pc_out[4]), .d(pc[4]), .wen(write_en), .clk(clk), .rst(rst));
dff pc_dff5(.q(pc_out[5]), .d(pc[5]), .wen(write_en), .clk(clk), .rst(rst));
dff pc_dff6(.q(pc_out[6]), .d(pc[6]), .wen(write_en), .clk(clk), .rst(rst));
dff pc_dff7(.q(pc_out[7]), .d(pc[7]), .wen(write_en), .clk(clk), .rst(rst));
dff pc_dff8(.q(pc_out[8]), .d(pc[8]), .wen(write_en), .clk(clk), .rst(rst));
dff pc_dff9(.q(pc_out[9]), .d(pc[9]), .wen(write_en), .clk(clk), .rst(rst));
dff pc_dff10(.q(pc_out[10]), .d(pc[10]), .wen(write_en), .clk(clk), .rst(rst));
dff pc_dff11(.q(pc_out[11]), .d(pc[11]), .wen(write_en), .clk(clk), .rst(rst));
dff pc_dff12(.q(pc_out[12]), .d(pc[12]), .wen(write_en), .clk(clk), .rst(rst));
dff pc_dff13(.q(pc_out[13]), .d(pc[13]), .wen(write_en), .clk(clk), .rst(rst));
dff pc_dff14(.q(pc_out[14]), .d(pc[14]), .wen(write_en), .clk(clk), .rst(rst));
dff pc_dff15(.q(pc_out[15]), .d(pc[15]), .wen(write_en), .clk(clk), .rst(rst));
dff instr_dff0(.q(instr_out[0]), .d(instr[0]), .wen(write_en), .clk(clk), .rst(rst));  
dff instr_dff1(.q(instr_out[1]), .d(instr[1]), .wen(write_en), .clk(clk), .rst(rst));
dff instr_dff2(.q(instr_out[2]), .d(instr[2]), .wen(write_en), .clk(clk), .rst(rst));
dff instr_dff3(.q(instr_out[3]), .d(instr[3]), .wen(write_en), .clk(clk), .rst(rst));
dff instr_dff4(.q(instr_out[4]), .d(instr[4]), .wen(write_en), .clk(clk), .rst(rst));
dff instr_dff5(.q(instr_out[5]), .d(instr[5]), .wen(write_en), .clk(clk), .rst(rst));
dff instr_dff6(.q(instr_out[6]), .d(instr[6]), .wen(write_en), .clk(clk), .rst(rst));
dff instr_dff7(.q(instr_out[7]), .d(instr[7]), .wen(write_en), .clk(clk), .rst(rst));
dff instr_dff8(.q(instr_out[8]), .d(instr[8]), .wen(write_en), .clk(clk), .rst(rst));
dff instr_dff9(.q(instr_out[9]), .d(instr[9]), .wen(write_en), .clk(clk), .rst(rst));
dff instr_dff10(.q(instr_out[10]), .d(instr[10]), .wen(write_en), .clk(clk), .rst(rst));
dff instr_dff11(.q(instr_out[11]), .d(instr[11]), .wen(write_en), .clk(clk), .rst(rst));
dff instr_dff12(.q(instr_out[12]), .d(instr[12]), .wen(write_en), .clk(clk), .rst(rst));
dff instr_dff13(.q(instr_out[13]), .d(instr[13]), .wen(write_en), .clk(clk), .rst(rst));
dff instr_dff14(.q(instr_out[14]), .d(instr[14]), .wen(write_en), .clk(clk), .rst(rst));
dff instr_dff15(.q(instr_out[15]), .d(instr[15]), .wen(write_en), .clk(clk), .rst(rst));
dff rf1_0(.q(rf1_out[0]), .d(rf1[0]), .wen(write_en), .clk(clk), .rst(rst));
dff rf1_1(.q(rf1_out[1]), .d(rf1[1]), .wen(write_en), .clk(clk), .rst(rst));
dff rf1_2(.q(rf1_out[2]), .d(rf1[2]), .wen(write_en), .clk(clk), .rst(rst));
dff rf1_3(.q(rf1_out[3]), .d(rf1[3]), .wen(write_en), .clk(clk), .rst(rst));
dff rf1_4(.q(rf1_out[4]), .d(rf1[4]), .wen(write_en), .clk(clk), .rst(rst));
dff rf1_5(.q(rf1_out[5]), .d(rf1[5]), .wen(write_en), .clk(clk), .rst(rst));
dff rf1_6(.q(rf1_out[6]), .d(rf1[6]), .wen(write_en), .clk(clk), .rst(rst));
dff rf1_7(.q(rf1_out[7]), .d(rf1[7]), .wen(write_en), .clk(clk), .rst(rst));
dff rf1_8(.q(rf1_out[8]), .d(rf1[8]), .wen(write_en), .clk(clk), .rst(rst));
dff rf1_9(.q(rf1_out[9]), .d(rf1[9]), .wen(write_en), .clk(clk), .rst(rst));
dff rf1_10(.q(rf1_out[10]), .d(rf1[10]), .wen(write_en), .clk(clk), .rst(rst));
dff rf1_11(.q(rf1_out[11]), .d(rf1[11]), .wen(write_en), .clk(clk), .rst(rst));
dff rf1_12(.q(rf1_out[12]), .d(rf1[12]), .wen(write_en), .clk(clk), .rst(rst));
dff rf1_13(.q(rf1_out[13]), .d(rf1[13]), .wen(write_en), .clk(clk), .rst(rst));
dff rf1_14(.q(rf1_out[14]), .d(rf1[14]), .wen(write_en), .clk(clk), .rst(rst));
dff rf1_15(.q(rf1_out[15]), .d(rf1[15]), .wen(write_en), .clk(clk), .rst(rst));
dff rf2_0(.q(rf2_out[0]), .d(rf2[0]), .wen(write_en), .clk(clk), .rst(rst));
dff rf2_1(.q(rf2_out[1]), .d(rf2[1]), .wen(write_en), .clk(clk), .rst(rst));
dff rf2_2(.q(rf2_out[2]), .d(rf2[2]), .wen(write_en), .clk(clk), .rst(rst));
dff rf2_3(.q(rf2_out[3]), .d(rf2[3]), .wen(write_en), .clk(clk), .rst(rst));
dff rf2_4(.q(rf2_out[4]), .d(rf2[4]), .wen(write_en), .clk(clk), .rst(rst));
dff rf2_5(.q(rf2_out[5]), .d(rf2[5]), .wen(write_en), .clk(clk), .rst(rst));
dff rf2_6(.q(rf2_out[6]), .d(rf2[6]), .wen(write_en), .clk(clk), .rst(rst));
dff rf2_7(.q(rf2_out[7]), .d(rf2[7]), .wen(write_en), .clk(clk), .rst(rst));
dff rf2_8(.q(rf2_out[8]), .d(rf2[8]), .wen(write_en), .clk(clk), .rst(rst));
dff rf2_9(.q(rf2_out[9]), .d(rf2[9]), .wen(write_en), .clk(clk), .rst(rst));
dff rf2_10(.q(rf2_out[10]), .d(rf2[10]), .wen(write_en), .clk(clk), .rst(rst));
dff rf2_11(.q(rf2_out[11]), .d(rf2[11]), .wen(write_en), .clk(clk), .rst(rst));
dff rf2_12(.q(rf2_out[12]), .d(rf2[12]), .wen(write_en), .clk(clk), .rst(rst));
dff rf2_13(.q(rf2_out[13]), .d(rf2[13]), .wen(write_en), .clk(clk), .rst(rst));
dff rf2_14(.q(rf2_out[14]), .d(rf2[14]), .wen(write_en), .clk(clk), .rst(rst));
dff rf2_15(.q(rf2_out[15]), .d(rf2[15]), .wen(write_en), .clk(clk), .rst(rst));
dff D_compute_dff(.q(D_compute_out), .d(D_compute), .wen(write_en), .clk(clk), .rst(rst));
dff D_compute_imm_dff(.q(D_compute_imm_out), .d(D_compute_imm), .wen(write_en), .clk(clk), .rst(rst));
dff D_lw_dff(.q(D_lw_out), .d(D_lw), .wen(write_en), .clk(clk), .rst(rst));
dff D_sw_dff(.q(D_sw_out), .d(D_sw), .wen(write_en), .clk(clk), .rst(rst));
dff D_lhb_dff(.q(D_lhb_out), .d(D_lhb), .wen(write_en), .clk(clk), .rst(rst));
dff D_llb_dff(.q(D_llb_out), .d(D_llb), .wen(write_en), .clk(clk), .rst(rst));
dff D_b_dff(.q(D_b_out), .d(D_b), .wen(write_en), .clk(clk), .rst(rst));
dff D_br_dff(.q(D_br_out), .d(D_br), .wen(write_en), .clk(clk), .rst(rst));
dff D_pcs_dff(.q(D_pcs_out), .d(D_pcs), .wen(write_en), .clk(clk), .rst(rst));
dff D_hlt_dff(.q(D_hlt_out), .d(D_hlt), .wen(write_en), .clk(clk), .rst(rst));
endmodule
</file>
<file path="constraint.sdc">
current_design p2

set clk_period 1.1
set clk_io_pct 0.2

create_clock -name clk0 -period $clk_period [get_ports {clk}]

set non_clock_inputs [all_inputs -no_clocks]
set_input_delay [expr $clk_period * $clk_io_pct] -clock clk0 $non_clock_inputs
set_output_delay [expr $clk_period * $clk_io_pct] -clock clk0 [all_outputs]
</file>
<file path="config.mk">
export PLATFORM = sky130hd
export DESIGN_NAME = p2
export DESIGN_NICKNAME = p2
export VERILOG_FILES = /design/flow/design.v
export SDC_FILE = /design/flow/constraint.sdc
export NUM_CORES = 4
export LEC_CHECK = 1
export CORE_UTILIZATION = 50
</file>
==> out/metrics.yaml <==
setup_path:
  crit_path_top_delay_cell: "dfxtp_2"
  crit_arrival_ns: 0.84
  path_cells: "clkdlybuf4s15_1"
  startpoint: "D_sw_dff.state"
  rr_endpoint: "pc_dff5.state"
  cp_slowest_stage_delay_ns: 0.32
  crit_buf_inv: 1
  rr_startpoint: "pc_dff5.state"
  rrSetupSlack_ns: 0.47
  crit_fanout: 2
  worstSetupPathDepth: 1
  crit_type: "reg2out"
  cpLargestDelayFamily: "flip-flops"
  critPathLaunchType: "flip-flop"
  setup.worst_path.end_class: "primary output"
  r2r_cells: 2
  worstPathRequired_ns: 0.88
  crit_path_end: "D_sw_out"
synthesis:
  synth-async-reset-ratio: 0
  synth_chip_area_sq_um: 3150
  top_cell_area_share: 0.470
  top_cells_by_area: "dfxtp_1 47%, mux2i_1 24%, buf_4 15%, nor2_1 8.8%, buf_12 3.8%"
  simple_gate_area_frac: 0.0882
  synth.logic.top_family: "multiplexers"
  yosys-top-cells-count: "74 x dfxtp_1, 74 x mux2i_1, 74 x nor2_1"
  syn_area_per_cell_sq_um: 10.4
  synth_area_sq_um: 3150
  dominantRegCellSynth: "dfxtp_1"
  numSynthFlops: 74
  yosys.area_share.aoi: 0
  edf_count: 0
  ys_sh_adder: 0
  xor_share: 0
  yosysUniqueCellTypes: 9
  yosysWarnings: 1
  ys_cells: 302
  syn-instance-count: 302
  yosysTopAreaCell: "dfxtp_1"
  ys_seq_share: 0.470
  synthMuxAreaShare: 0.235
power_and_ir_drop:
  irDropWorstVdd_v: 0.00101
  p_switching_uw: 1230
  p_sw_frac: 0.210
  leakagePower_uw: 0.00200
  comb_power_share: 0.144
  intPower_uw: 4630
  power.density_nw_per_um2: 1330
  power_frac_clock: 0.354
  sequentialPowerShare: 0.503
drt:
  wl_per_cell_um: 12.8
  insertedDiodeCount: 0
  drt_iter0_drc: 45
  finalWirelength_um: 6010
  drtPass1Iterations: 3
  num_vias: 2148
  drc: 0
  ant_nets: 0
  avgViaCountPerCell: 4.58
flow_run:
  openroad.warnings: 26
  maxCapViolCount: 0
sta:
  fin_skew_ns: 0
  hold_viol: 0
  post-route-min-period_ns: 1.06
  tightest_slew_ns: 0.239
  finalCritPeriodShare: 0.961
  grt_setup_unrepaired: "no"
  setup_violations: 0
  max_slew_margin: 0.841
  max_freq_mhz: 946
  hold_slack_ns: 0.210
  worst_slack_ns: 0.0428
  drv_slew: 0
  tns_ns: 0
global_routing:
  grt_first_pass_wirelength_um: 9230
  grt_max_degree: 38
  groute.usage.overall: 0.186
  antenna_found_initial: 0
  overflow: 0
  grt_pass1_vias: 1970
floorplan:
  rows: 28
  initial_core_util: 0.526
  core_area_sq_um: 5990
  io-pin-count: 151
  die_w_um: 81.4
  die_height_um: 81.4
  dieArea_sq_um: 6620
clocking:
  cts.path.max_buffers: 2
  cts_tree: "done"
  cts.clk_slew.worst_paths_ns: 0.07
  htreeDepth: 3
  clock.latency.late_pin_ns: 0.32
  cts_inserted_buffers: 9
  cts.sinks: 74
  post_cts_buffers: 0
  root_buffer: "clkbuf_8"
place:
  dp_slack_ns: 0.0801
  port_buffers: 150
  dp.cells: 453
  hpwl_um: 4200
  gp_congestion: 0.724
finish:
  syn_to_final_growth_pct: 39.7
  stdcell_count: 469
  layout-drive-gt1-share: 0.284
worst_hold_path:
  worst_hold_path_type: "in2reg"
status:
  status: "complete, no violations"
[how the worst min path moves through the flow]
stage | startpoint | endpoint | depth (start not counted)
4_1_cts | rst | rf2_6.state | 2
5_1_grt | rst | rf2_6.state | 2
6_report | rst | rf2_6.state | 2
[layout by cell type, fill, tap and decap left out]
master           count
dfxtp_2             74
bufinv_16            1
clkdlybuf4s15_1     57
clkbuf_2            17
buf_4                2
buf_12               5
nor2_1              74
clkinv_2             1
mux2i_1             74
clkdlybuf4s50_1     74
clkbuf_8            11
buf_2                1
clkbuf_1             3
[metal layers]
metal,vias to the layer above,share of wire,GRT usage,wire [um]
met4,0,0.0090,0.0161,54
li1,1086,-,-,-
met2,84,0.46,0.292,2770
met5,-,0,0,0
met1,973,0.42,0.251,2530
met3,5,0.11,0.0832,657
[worst reg2reg max path: cells and delay by family, from the launching register on]
family | cells | cell delay [ns]
mux | 1 | 0.15
flops | 1 | 0.32
simple gates | 1 | 0.06
[through the flow]
stage / total power, uW / cell area [sq um] / util
5_1_grt: 6160 / 4400 / 0.735
3_5_place_dp: 3910 / 4200 / 0.700
4_1_cts: 5970 / 4480 / 0.749
2_1_floorplan: 3470 / 3150 / -
6_report: 5860 / 4400 / 0.735
3_3_place_gp: 3890 / 4200 / 0.700
[power groups by stage]
stage | registers, uW | logic, uW | clock network, uW
4_1_cts | 2940 | 871 | 2160
5_1_grt | 2960 | 922 | 2270
6_report | 2940 | 842 | 2070
[timing repair]
action | CTS | global route
gates resized | 221 | 18
setup endpoints to repair | 74 | 18
endpoints found under the hold margin | 0 | 0
hold buffers | 0 | 0
[logic make-up (layout without fill, tap and decap cells)]
kind of cell / count (synthesis) / in the layout
buffers and inverters: 80 / 172
flip-flops: 74 / 74
multiplexers: 74 / 74
AND/OR/NAND/NOR: 74 / 74
[final cells by class]
cell class | instances | area (sq um)
fill | 430 | 1590
clock inverter | 2 | 35.0
timing repair buffer | 156 | 1520
multi-input combinational | 148 | 1020
clock buffer | 14 | 163
tap | 75 | 93.8
sequential | 74 | 1570
No activity file was given, so power comes from the tool's default toggle rates.
