## ./config.mk

```make
export PLATFORM = sky130hd
export DESIGN_NAME = alu
export DESIGN_NICKNAME = alu
export VERILOG_FILES = /design/flow/design.v
export SDC_FILE = /design/flow/constraint.sdc
export NUM_CORES = 4
export LEC_CHECK = 1
export CORE_UTILIZATION = 40
```

## ./run.sh

```bash
#!/bin/bash
# OpenROAD 26Q1-2900-gdf79404cd8, Yosys 0.63+post, stock flow scripts
make -C /OpenROAD-flow-scripts/flow DESIGN_CONFIG=/design/flow/config.mk WORK_HOME=/design/flow/orfs finish
```

## ./constraint.sdc

```tcl
current_design alu

set clk_period 17.2
set clk_io_pct 0.2

create_clock -name clk0 -period $clk_period

set non_clock_inputs [all_inputs -no_clocks]
set_input_delay [expr $clk_period * $clk_io_pct] -clock clk0 $non_clock_inputs
set_output_delay [expr $clk_period * $clk_io_pct] -clock clk0 [all_outputs]
```

## ./design.v

```verilog
module PADDSB(Sum, A, B); 
input[15:0] A, B; 
output[15:0] Sum; 
wire[3:0] sum0, sum1, sum2, sum3; 
wire overflow0, overflow1, overflow2, overflow3; 
wire [3:0] sat0, sat1, sat2, sat3; 
cla_4b add0(.Sum(sum0), .Ovfl(overflow0), .A(A[3:0]), .B(B[3:0]), .sub(1'b0), .Cin(1'b0));
cla_4b add1(.Sum(sum1), .Ovfl(overflow1), .A(A[7:4]), .B(B[7:4]), .sub(1'b0), .Cin(1'b0));
cla_4b add2(.Sum(sum2), .Ovfl(overflow2), .A(A[11:8]), .B(B[11:8]), .sub(1'b0), .Cin(1'b0));
cla_4b add3(.Sum(sum3), .Ovfl(overflow3), .A(A[15:12]), .B(B[15:12]), .sub(1'b0), .Cin(1'b0));
assign sat0 = overflow0 ? (sum0[3] == 1'b0 ? 4'b0111 : 4'b1000): sum0; 
assign sat1 = overflow1 ? (sum1[3] == 1'b0 ? 4'b0111 : 4'b1000): sum1; 
assign sat2 = overflow2 ? (sum2[3] == 1'b0 ? 4'b0111 : 4'b1000): sum2; 
assign sat3 = overflow3 ? (sum3[3] == 1'b0 ? 4'b0111 : 4'b1000): sum3; 
assign Sum = {sat3, sat2, sat1, sat0};
endmodule 
module ROR(result, A, imm); 
input[15:0] A;
input[3:0] imm;
output[15:0] result;
assign result = (imm == 4'b0000) ? A[15:0]:
		(imm == 4'b0001) ? {A[0],A[15:1]}:
		(imm == 4'b0010) ? {A[1:0],A[15:2]}:
		(imm == 4'b0011) ? {A[2:0],A[15:3]}:
		(imm == 4'b0100) ? {A[3:0],A[15:4]}:
		(imm == 4'b0101) ? {A[4:0],A[15:5]}:
		(imm == 4'b0110) ? {A[5:0],A[15:6]}:
		(imm == 4'b0111) ? {A[6:0],A[15:7]}:
		(imm == 4'b1000) ? {A[7:0],A[15:8]}:
		(imm == 4'b1001) ? {A[8:0],A[15:9]}:
		(imm == 4'b1010) ? {A[9:0],A[15:10]}:
		(imm == 4'b1010) ? {A[10:0],A[15:11]}:
		(imm == 4'b1100) ? {A[11:0],A[15:12]}:
		(imm == 4'b1101) ? {A[12:0],A[15:13]}:
		(imm == 4'b1110) ? {A[13:0],A[15:14]}:
		(imm == 4'b1111) ? {A[14:0],A[15]}:
		A[15:0]; 
endmodule
module Shifter(Shift_Out, Shift_In, Shift_Val, Mode);
input [15:0] Shift_In;
input [3:0] Shift_Val;
input Mode;
output [15:0] Shift_Out;
wire [15:0] inter1, inter2, inter3;
assign inter1 = (Mode & Shift_Val[0]) ? {Shift_In[14:0], 1'b0} : (~Mode & Shift_Val[0]) ? {Shift_In[15], Shift_In[15:1]} : Shift_In;
assign inter2 = (Mode & Shift_Val[1]) ? {inter1[13:0], 2'b0} : (~Mode & Shift_Val[1]) ? {inter1[15], inter1[15], inter1[15:2]} : inter1;
assign inter3 = (Mode & Shift_Val[2]) ? {inter2[11:0], 4'b0} : (~Mode & Shift_Val[2]) ? {inter2[15], inter1[15], inter1[15], inter1[15], inter2[15:4]} : inter2; 
assign Shift_Out = (Mode & Shift_Val[3]) ? {inter3[7:0], 8'b0} : (~Mode & Shift_Val[3]) ? {inter3[15], inter3[15], inter3[15], inter3[15], 
							inter3[15], inter3[15], inter3[15], inter3[15], inter3[15:8]} : inter3;
endmodule
module alu(opcode, A, B, ALU_out, flags);
input [3:0] opcode;
input [15:0] A;
input [15:0] B;
output [15:0] ALU_out;
output [2:0] flags;
localparam ADD = 4'b0000;
localparam SUB = 4'b0001;
localparam RED = 4'b0010;
localparam XOR = 4'b0011;
localparam SLL = 4'b0100;
localparam SRA = 4'b0101;
localparam ROR = 4'b0110;
localparam PADDSB_op = 4'b0111;
localparam LW = 4'b1000;
localparam SW = 4'b1001;
wire N, V, Z_flag;
assign flags[0] = N;
assign flags[1] = V;
assign flags[2] = Z_flag;
wire [15:0] cla_output;
wire [15:0] ADD_sum;
wire ADD_Ovfl;
wire ADD_sub;
assign ADD_sub = (opcode == SUB) ? 1'b1 : 1'b0;
cla_16b add_sub_cla(.Sum(cla_output), .Ovfl(ADD_Ovfl), .A(A), .B(B), .sub(ADD_sub));
assign ADD_sum = (~ADD_sub) ? ADD_Ovfl ? (cla_output[15] == 1'b0 ? 16'h7FFF : 16'h8000): cla_output :
			ADD_Ovfl ? (cla_output[15] == 1'b1 ? 16'h7FFF : 16'h8000): cla_output;  
wire [15:0] SH_out;
wire SH_mode;
assign SH_mode = (opcode == SRA) ? 1'b0 : 1'b1;  
Shifter alu_shifter(.Shift_Out(SH_out), .Shift_In(A), .Shift_Val(B[3:0]), .Mode(SH_mode));
wire [15:0] PA_result;
PADDSB PA(.Sum(PA_result), .A(A), .B(B));
wire [15:0] RED_result;
reduction_16b alu_RED(.A(A), .B(B), .Out(RED_result));
wire [15:0] ROR_result;
ROR alu_ROR(.result(ROR_result), .A(A), .imm(B[3:0]));
assign V = ((opcode == ADD) | (opcode == SUB)) ? ADD_Ovfl : 1'bz;
assign N = ((opcode == ADD) | (opcode == SUB)) ? (ADD_sum[15] == 1) ? 1'b1 : 1'b0 : 1'bz;
assign Z_flag = ((opcode == ADD) | (opcode == SUB)) ? (ADD_sum == 0) ? 1'b1 : 1'b0 : (opcode == XOR) ? ((A ^ B) == 0) ? 1'b1 : 1'b0 : 
	   (opcode == SLL) ? (SH_out == 0) ? 1'b1 : 1'b0 : (opcode == SRA) ? (SH_out == 0) ? 1'b1 : 1'b0 : 
	   (opcode == ROR) ? (ROR_result == 0) ? 1'b1 : 1'b0 : 1'bz;
assign ALU_out = (opcode == ADD) ? ADD_sum : (opcode == SUB) ? ADD_sum : 
		 (opcode == SW) ? ADD_sum : (opcode == LW) ? ADD_sum :
		 (opcode == RED) ? RED_result : (opcode == XOR) ? (A ^ B) : 
		 (opcode == SLL) ? SH_out : (opcode == SRA) ? SH_out :
		 (opcode == ROR) ? ROR_result : (opcode == PADDSB_op) ? PA_result : 16'b0;
endmodule
module cla_16b(Sum, Ovfl, A, B, sub);
input [15:0] A;
input [15:0] B;
input sub;
output [15:0] Sum;
output Ovfl;
wire [15:4] B_mod_upper;
assign B_mod_upper = (sub) ? ~B[15:4] : B[15:4];
wire P0, G0, P1, G1, P2, G2, P3, G3;
wire Cin0, Cin1, Cin2, Cin3;
assign Cin0 = 1'b0;
assign Cin1 = (G0) ? 1'b1 : (P0 & sub) ? 1'b1 : 1'b0;
assign Cin2 = (G1) ? 1'b1 : (P1 & G0) ? 1'b1 : (P1 & P0 & sub) ? 1'b1 : 1'b0;
assign Cin3 = (G2) ? 1'b1 : (P2 & G1) ? 1'b1 : (P2 & P1 & G0) ? 1'b1 : (P2 & P2 & P1 & P0 & sub) ? 1'b1 : 1'b0;
cla_4b cla0(.Sum(Sum[3:0]), .A(A[3:0]), .B(B[3:0]), .sub(sub), .P(P0), .G(G0), .Cin(Cin0));
cla_4b cla1(.Sum(Sum[7:4]), .A(A[7:4]), .B(B_mod_upper[7:4]), .sub(1'b0), .P(P1), .G(G1), .Cin(Cin1));
cla_4b cla2(.Sum(Sum[11:8]), .A(A[11:8]), .B(B_mod_upper[11:8]), .sub(1'b0), .P(P2), .G(G2), .Cin(Cin2));
cla_4b cla3(.Sum(Sum[15:12]), .A(A[15:12]), .B(B_mod_upper[15:12]), .sub(1'b0), .P(P3), .G(G3), .Cin(Cin3));
assign Ovfl = (~sub) ? ((A[15] & B[15] & ~Sum[15]) | (~A[15] & ~B[15] & Sum[15])) ? 1'b1 : 1'b0 :
		((A[15] & ~B[15] & ~Sum[15]) | (~A[15] & B[15] & Sum[15])) ? 1'b1 : 1'b0;
endmodule
module cla_4b(Sum, Ovfl, A, B, sub, carry, P, G, Cin);
input [3:0] A, B;
input sub;
input Cin;
output [3:0] Sum;
output Ovfl;
output carry;  
output P;  
output G;  
wire [3:0] B_mod;
wire [3:0] CO;
assign B_mod = (sub) ? ~B : B;
assign CO[0] = (sub) ? sub : Cin;
assign CO[1] = ((A[0] & B_mod[0]) | ((A[0] ^ B_mod[0]) & CO[0])) ? 1'b1 : 1'b0;
assign CO[2] = ((A[1] & B_mod[1]) | ((A[1] ^ B_mod[1]) & CO[1])) ? 1'b1 : 1'b0;
assign CO[3] = ((A[2] & B_mod[2]) | ((A[2] ^ B_mod[2]) & CO[2])) ? 1'b1 : 1'b0;
assign carry = ((A[3] & B_mod[3]) | ((A[3] ^ B_mod[3]) & CO[3])) ? 1'b1 : 1'b0;
assign P = (A[3] ^ B_mod[3]) & (A[2] ^ B_mod[2]) & (A[1] ^ B_mod[1]) & (A[0] ^ B_mod[0]);  
assign G = ((A[3] & B_mod[3]) | ((A[3] ^ B_mod[3]) & ((A[2] & B_mod[2]) | ((A[2] ^ B_mod[2]) & ((A[1] & B_mod[1]) | ((A[1] ^ B_mod[1]) & (A[0] & B_mod[0]))))))) ? 1'b1 : 1'b0;
full_adder_1bit FA0(.A(A[0]), .B(B_mod[0]), .CI(CO[0]), .S(Sum[0]), .CO());
full_adder_1bit FA1(.A(A[1]), .B(B_mod[1]), .CI(CO[1]), .S(Sum[1]), .CO());
full_adder_1bit FA2(.A(A[2]), .B(B_mod[2]), .CI(CO[2]), .S(Sum[2]), .CO());
full_adder_1bit FA3(.A(A[3]), .B(B_mod[3]), .CI(CO[3]), .S(Sum[3]), .CO());
assign Ovfl = ((A[3] & B_mod[3] & ~Sum[3]) | (~A[3] & ~B_mod[3] & Sum[3])) ? 1'b1 : 1'b0;
endmodule
module full_adder_1bit(A, B, CI, S, CO);
input A, B, CI;
output S, CO;
wire n1, n2, n4;
xor xor1(n1, A, B);
xor xor2(S, CI, n1);
and a1(n3, A, B);
and a2(n2, CI, n1);
or or1(CO, n3, n2);
endmodule
module reduction_16b ( A, B, Out);
input [15:0] A, B;
output [15:0] Out;
wire [3:0] ae, bf, cg, dh, abef, cdgh, final_red;
wire c1, c2, c3, c4, c5, c6, c7;
wire CSA1_c, CSA1_s, CSA2_c, CSA2_s, CSA3_c, CSA3_s, CSA4_c, CSA4_s;
wire [2:0] CSA_out;
cla_4b a_e(.Sum(ae), .A(A[3:0]), .B(B[3:0]), .sub(1'b0), .carry(c1), .Cin(1'b0));
cla_4b b_f(.Sum(bf), .A(A[7:4]), .B(B[7:4]), .sub(1'b0), .carry(c2), .Cin(1'b0));
cla_4b c_g(.Sum(cg), .A(A[11:8]), .B(B[11:8]), .sub(1'b0), .carry(c3), .Cin(1'b0));
cla_4b d_h(.Sum(dh), .A(A[15:12]), .B(B[15:12]), .sub(1'b0), .carry(c4), .Cin(1'b0));
cla_4b ab_ef(.Sum(abef), .A(ae), .B(bf), .sub(1'b0), .carry(c5), .Cin(1'b0));
cla_4b cd_gh(.Sum(cdgh), .A(cg), .B(dh), .sub(1'b0), .carry(c6), .Cin(1'b0));
cla_4b abcd_efgh(.Sum(final_red), .A(abef), .B(cdgh), .carry(c7), .sub(1'b0), .Cin(1'b0));
full_adder_1bit FA1(.A(c1), .B(c2), .CI(c3), .S(CSA1_s), .CO(CSA1_c));
full_adder_1bit FA2(.A(c4), .B(c5), .CI(c6), .S(CSA2_s), .CO(CSA2_c));
full_adder_1bit FA3(.A(c7), .B(CSA1_s), .CI(CSA2_s), .S(CSA3_s), .CO(CSA3_c));
full_adder_1bit FA4(.A(CSA1_c), .B(CSA2_c), .CI(CSA3_c), .S(CSA4_s), .CO(CSA4_c));
assign CSA_out = {CSA4_c, CSA4_s, CSA3_s};
  assign Out = {{9{1'b0}},CSA_out[2:0],final_red[3:0]};
endmodule
```

==> flow_metrics.rpt <==
IMPLEMENTATION SUMMARY REPORT
----------------------------------------------------
[Routing]
  Average wire length per cell after detail routing ........................ 28.41 um
  Drt initial violations ........................ ~1,400
  DRC violation count after routing ........................ 0
  Final wirelength ........................ ~37 mm
  TritonRoute pass-1 iters ........................ 6
  Number of antenna-violating nets in the routed design ........................ 0
  Via count ........................ ~9,000
  Ant diodes ........................ 0
  Per-cell via count in the routed design ........................ roughly 7.0

[Floorplan]
  Y dimension of the die ........................ roughly 140 um
  Chip Footprint ........................ around 18,000 um2
  IO Pins ........................ approximately 55
  CORE AREA ........................ approximately 17,000 um2
  Initial Utilization ........................ between 40% and 50%
  Width of the chip ........................ 135.1 um
  Site Rows ........................ roughly 48

[STA]
  Worst relative slew slack ........................ 41.87%
  Max Fclk ........................ between 70 and 80 MHz
  Fin. max-slew vios ........................ 0
  Setup repair after global routing missed its margin ........................ no
  Final tally of hold violations ........................ 0
  Final sum of negative setup slack ........................ 0 ns
  Post-route clock period utilization ........................ around four fifths
  Post-layout worst setup margin ........................ between 3 and 4 ns
  Final-report setup violation count ........................ 0
  Slew at the pin closest to its max-slew limit ........................ 0.8699 ns
  Final min period ........................ around 14 ns

[Place]
  RD Place Congestion ........................ 1.019
  Placed Instance Area ........................ between 7000 and 8000 um2
  Count of input and output buffers ........................ between 50 and 60
  Worst setup timing slack at the placement stage ........................ roughly 3.7 ns
  Placed wire-length estimate ........................ between 20 and 30 mm

[Power and ir drop]
  Largest vdd supply drop ........................ about 33 uV
  Total power density per cell area ........................ approximately 45 nW/um2
  Static Leak ........................ about 2.9 nW

[Finish]
  Clock buf count ........................ 0
  Utilization after layout ........................ around 44%
  Area growth from synthesis to layout ........................ 7.680%
  Comb area ........................ ~6300 um2
  Fraction of layout cells with a size suffix above 1 ........................ under 10%
  Flop Count ........................ 0
  Commonest non-fill, non-tap cell in the layout ........................ sky130_fd_sc_hd__a21oi_1
  Commonest cells after routing, fill and taps aside ........................ sky130_fd_sc_hd__a21oi_1, sky130_fd_sc_hd__o21ai_0, sky130_fd_sc_hd__nand2_1, sky130_fd_sc_hd__nor2_1, sky130_fd_sc_hd__inv_1
  Final Cell Area ........................ between 7000 and 8000 um2
  Count of filler cells inserted in the layout ........................ approximately 1,900
  Sequential cell area ........................ 0 um2

[Flow run]
  Total number of warnings across the stage logs ........................ about 46
  Max-capacitance violation count ........................ 0

[Outcome]
  Run status ........................ completed

[Global route]
  Overall track demand over capacity in global routing ........................ between 40% and 50%
  Number of antenna violations at the first check in global routing ........................ 1
  Global-route wire length before repair ........................ around 54 mm
  Global-route congestion overflow total ........................ 0
  Via count of the first global-routing pass ........................ approximately 8,300
  Maximum number of pins on one net before global-route repair ........................ 77

[Logic synthesis]
  Seq/Total Area, Yosys ........................ 0%
  Yosys Warn Count ........................ 4
  Gate count after technology mapping ........................ between 1,000 and 1,500
  Distinct cell type count of the synthesized netlist ........................ ~84
  YS chip area ........................ slightly above 7000 um2
  Count of instantiated cells in the yosys netlist ........................ around 1,100
  Netlist Area Pre-Place ........................ 7087 um2
  Post-Syn Area per Cell ........................ about 6.5 um2

[Worst setup path]
  Critical Path Source ........................ opcode[0]
  Worst endpoint data arrival time ........................ roughly 10 ns
  Critical Path Start Type ........................ input port
  Type of destination of the critical path ........................ primary output
  Critical Path RT ........................ 13.76 ns
  Crit path max fanout ........................ 36
  Kind of critical path ........................ in2out

[Clock tree]
  Post-cts hold buffer count ........................ 0
  Number of gates resized after CTS ........................ 0
  Post-CTS setup repair buffer count ........................ 0

[Min path]
  Hold WC Path Type ........................ in2out
  Start point of the worst hold path ........................ B[0]

----------------------------------------------------
## worst max-delay path: stages
cell and delay [ns]:
sky130_fd_sc_hd__clkdlybuf4s50_1 0.46, sky130_fd_sc_hd__buf_4 0.34, sky130_fd_sc_hd__or4b_1 0.47, sky130_fd_sc_hd__buf_4 0.21, sky130_fd_sc_hd__xnor2_1 0.19, sky130_fd_sc_hd__ha_1 0.27, sky130_fd_sc_hd__a21o_1 0.18, sky130_fd_sc_hd__a221oi_1 0.26
sky130_fd_sc_hd__o21ai_0 0.15, sky130_fd_sc_hd__a21oi_1 0.24, sky130_fd_sc_hd__nor2b_1 0.07, sky130_fd_sc_hd__o21ai_0 0.14, sky130_fd_sc_hd__o2bb2ai_1 0.17, sky130_fd_sc_hd__fa_1 0.21, sky130_fd_sc_hd__inv_1 0.06, sky130_fd_sc_hd__fa_1 0.35
sky130_fd_sc_hd__inv_1 0.11, sky130_fd_sc_hd__fa_1 0.21, sky130_fd_sc_hd__xnor2_1 0.08, sky130_fd_sc_hd__xnor2_1 0.65, sky130_fd_sc_hd__a21o_1 0.35, sky130_fd_sc_hd__nand2_1 0.15, sky130_fd_sc_hd__nor4_1 0.40, sky130_fd_sc_hd__nor3b_1 0.23
sky130_fd_sc_hd__a21oi_1 0.07, sky130_fd_sc_hd__o211ai_1 0.12, sky130_fd_sc_hd__clkdlybuf4s50_1 0.49
## where the power goes
part           internal, mW  total [mW]  switching [mW]
Clock                     0           0               0
Combinational         0.128       0.340           0.212
Sequential                0           0               0
Total                 0.128       0.340           0.212
## cell type report
class / instances / area share (%)
multi-input combinational: 906 / 82.60
timing repair buffer: 90 / 10.46
tap: 225 / 3.689
inverter: 66 / 3.246
## cell usage after synthesis, drive strengths merged, types with 20 or more instances
cell	count	share of area, %
nand2	97	5.1
nor2b	25	2.2
nand3	24	1.7
nor2	79	4.3
inv	60	3.2
buf	62	5.0
xnor2	20	2.5
o22ai	34	3.1
o221ai	23	2.8
fa	36	10
ha	37	6.5
o21ai	115	8.1
clkbuf	50	2.7
mux2i	24	3.4
a21oi	126	8.9
## routing by layer
metal / wire length (um) / up-vias / global-route usage (%)
met4: 1749 / 0 / 15.79
met2: 14400 / 726 / 55.50
met5: 0 / - / 0
met1: 14630 / 4139 / 58.65
li1: - / 3965 / -
met3: 5784 / 144 / 17.32
## per-stage QoR
step | hold slack [ns] | instances | power [mW]
2_1_floorplan | 7.102 | 1084 | 0.2048
3_3_place_gp | 8.059 | 1287 | 0.3322
3_5_place_dp | 8.050 | 1287 | 0.3277
4_1_cts | 8.050 | 1287 | 0.3290
5_1_grt | 8.086 | 1287 | 0.3682
6_report | 8.045 | 1287 | 0.3399
## cell families after synthesis
kind of cell               after synthesis  share of synthesized area [%]
xor gates and xnor gates                21                          2.595
AOI/OAI and AO/OA                      455                          41.03
and+or+nand+nor                        319                          22.16
adders and majority gates               73                          16.70
buffers and inverters                  178                          11.21
muxes                                   38                          6.303
## final timing paths
kind    endpoint  slack [ns]  cells past startpoint
min   ALU_out[0]        8.04                      5
max     flags[2]        3.68                     27
Power is estimated from default activity; no workload was simulated.
